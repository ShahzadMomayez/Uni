==> design.v <==
`timescale 1ns/1ns
module CLA_4bit (input [3:0] A , B ,input cin , output [3:0] S , output Co);
	wire [3:0] p ,g ;
	wire [4:0] c;
	assign c[0] = cin;
	assign Co = c[4] ;
	genvar i;
	generate
		for (i =0 ; i < 4 ; i = i+1) begin: lookaheads
			assign #7 g[i] = A[i] & B[i];
			assign #7 p[i] = A[i]|B[i] ;
			assign #14 c[i+1] = g[i]| (p[i]&c[i]);
			assign #7.1 S[i]=A[i]^c[i]^B[i];
		end
	endgenerate
endmodule
module CRA_8bit (input [7:0] A , B ,input cin , output [7:0] S , output Co);
	wire cout;
	CLA_4bit a1 (A[3:0] , B[3:0],cin , S[3:0] , cout);
	CLA_4bit a2 (A[7:4] , B[7:4],cout , S[7:4] , Co);
endmodule
`timescale 1ns/1ns
module ALU(input [7:0]A,B,input[2:0]F,output[7:0]W,output c,z);
	reg ff , cin;
	reg [7:0] sum , input_b , min_sign;
	assign #7 cin = F[1]&(~F[0]);
	assign #14.3 input_b =  F == 3'b000 ? B:
				F == 3'b001 ? (B<<<1):
				F == 3'b010 ? (~B):
				F == 3'b011 ? (B>>>1): 1'bx;
	CRA_8bit adder(.A(A) , .B(input_b) ,.cin(cin) ,.S(sum) , .Co(ff));
	assign #14 min_sign = sum[7] ? A:B;
	assign #14.8 W= F==3'b000 ? sum:
			F==3'b001 ? sum:
			F==3'b010 ? min_sign:
			F==3'b100 ? 8'b0:
			F==3'b011 ? sum:
			F==3'b101 ? A|B:
			F==3'b110 ? A&B:
			F==3'b111 ? B<<<1 : 1'bx;
	assign #7.6 z=~|W;
	assign #14.1 c= (~F[2]) & ff & (F[0]|(~F[1]));
endmodule
==> run.sh <==
#!/bin/bash
# OpenROAD 26Q1-2900-gdf79404cd8, Yosys 0.63+post, stock flow scripts
make -C /OpenROAD-flow-scripts/flow DESIGN_CONFIG=/design/flow/config.mk WORK_HOME=/design/flow/orfs finish
==> config.mk <==
export PLATFORM = sky130hd
export DESIGN_NAME = ALU
export DESIGN_NICKNAME = ALU
export VERILOG_FILES = /design/flow/design.v
export SDC_FILE = /design/flow/constraint.sdc
export NUM_CORES = 4
export LEC_CHECK = 1
export CORE_AREA = 10 10 88 88
export DIE_AREA = 0 0 98 98
==> constraint.sdc <==
current_design ALU

set clk_period 9.7
set clk_io_pct 0.2

create_clock -name clk0 -period $clk_period

set non_clock_inputs [all_inputs -no_clocks]
set_input_delay [expr $clk_period * $clk_io_pct] -clock clk0 $non_clock_inputs
set_output_delay [expr $clk_period * $clk_io_pct] -clock clk0 [all_outputs]
==> out/qor.yml <==
cts_hold_buf: 0
vias: 1332
antenna_left: 0
worst_slew_pin_slew_ns: 0.4163
die_h_um: 98
io_pins: 29
post-route-min-period_ns: 9.417
status: "completed"
synth.avg_cell_area_um2: 7.129
port_buffers: 29
comb_area_um2: 1025
wirelength_mm: 3.878
dp_hpwl_mm: 2.993
chip_area_um2: 9604
finalClockPeriodUsage_pct: 97.08
grt_pass1_vias: 1261
worstPathArrival_ns: 7.48
yosys.cell_types.count: 41
finalHoldViolations: 0
grt_pass1_wl_mm: 6.396
final_max_slew_viol_count: 0
antenna_found_initial: 0
ir_drop_mv: 0.02587
rsz0062_at_grt: "false"
routedWlPerCell_um: 14.42
startpoint: "B[1]"
row_count: 28
worstSetupEndpointType: "output pin"
final_cell_mix: "clkdlybuf4s50_1 (28), buf_4 (21), o21ai_0 (17), inv_1 (13), a21oi_1 (11)"
drive_gt1_share_pct: 20.10
gp_congestion: 0.9281
regArea_um2: 0
flops: 0
fill_cells: 639
groute.usage.overall_pct: 7.604
syn_to_final_growth_pct: 43.60
route.detailed.drc: 0
holdWs_ns: 5.011
final_area_um2: 1628
dr.pass1.iters: 4
synthesis.area_um2: 1134
die_w_um: 98
coreArea_um2: 5921
start_kind: "primary input"
setup_viol: 0
viasPerCell: 4.952
worstPathRequired_ns: 7.76
warnings: 32
cp_max_fo: 7
clock.fmax_ghz: 0.1062
leakage_nw: 0.6677
drtIter0Drc: 99
lay_top_count: "clkdlybuf4s50_1"
place_area_um2: 1587
ys_cells: 159
yosys_warnings: 3
maxCapViolations: 0
antenna_cells: 0
crit_type: "in -> out"
min-delay-start: "F[0]"
n_clock_buffer: 0
ys_area_um2: 1134
max_slew_margin_pct: 72.24
grt_max_degree: 48
synth_seq_share_pct: 0
powerDensity_nw_per_um2: 62.62
syn_inst: 159
grt_overflow: 0
hold_class: "in -> out"
initCoreUtil_pct: 19.15
cell type report:
cell class | instances | area share [%]
inverter | 15 | 3.613
multi-input combinational | 129 | 62.95
tap | 75 | 5.765
timing repair buffer | 50 | 27.67
final timing paths:
kind / end / slack [ns] / cells after the start
min: W[1] / 5.01 / 6
max: z / 0.28 / 21
synthesized netlist by cell type, types with 4 or more instances:
master	number	share of area [%]
o22ai_1	7	3.9
o211ai_1	9	6.0
nand2_1	10	3.3
nor2_1	9	3.0
nand3b_1	6	4.0
nand4b_1	5	3.9
a22o_1	4	3.1
a21oi_1	11	4.9
o21ai_0	17	7.5
fa_1	8	14
mux2i_1	10	8.8
inv_1	14	4.6
buf_2	8	3.5
and3b_1	6	4.6
worst max-delay path: stages:
cell and delay, ns:
clkdlybuf4s50_1 0.51, nand2_1 0.08, o21ai_0 0.08, a22o_1 0.15, nand2_1 0.07, fa_2 0.36, inv_2 0.06, fa_2 0.19
fa_1 0.17, inv_1 0.05, fa_2 0.34, fa_2 0.37, fa_2 0.37, fa_2 0.37, fa_2 0.63, mux2i_1 0.20
o22ai_1 0.09, a22o_1 0.25, or4b_4 0.55, nor4_2 0.14, clkdlybuf4s50_1 0.51
timing repair:
item	4_1_cts	5_1_grt
gates resized	6	7
endpoints found under the setup margin	1	1
gates cloned	0	0
pin swaps	1	3
setup buffers	0	0
power by group:
part | internal (mW) | switching [mW]
logic | 0.0555 | 0.0464
registers | 0 | 0
clock network | 0 | 0
cell families after synthesis:
logic type	Yosys count	synth area share, %
AOI/OAI and AO/OA	64	36.53
adders and majority gates	8	14.13
and+or+nand+nor	45	25.50
muxes	12	10.82
buffers and inverters	30	13.02
per-stage QoR:
stage	total power [mW]	utilization [%]	setup WS, ns	instances	setup TNS (ns)
after floorplan	0.05384	-	0.5906	159	0
after global routing	0.1124	27.49	0.007993	269	0
after detailed placement	0.09740	26.80	-0.1863	269	-0.1863
final	0.1019	27.49	0.2834	269	0
after CTS	0.1005	27.13	0.04546	269	0
after global placement	0.09739	26.80	-0.1191	269	-0.1191
metal layers:
metal	vias up	share of wire [%]	global-route usage, %	wire [um]
met5	-	0	0	0
met4	0	0	0	0
met3	0	4.6	0.9246	180
met2	30	49	13.60	1914
met1	635	46	10.10	1782
li1	667	-	-	-
No activity file was given, so power comes from the tool's default toggle rates.

`design.v`:
```
`timescale 1ns/1ns
module CLA_4bit (input [3:0] A , B ,input cin , output [3:0] S , output Co);
	wire [3:0] p ,g ;
	wire [4:0] c;
	assign c[0] = cin;
	assign Co = c[4] ;
	genvar i;
	generate
		for (i =0 ; i < 4 ; i = i+1) begin: lookaheads
			assign #7 g[i] = A[i] & B[i];
			assign #7 p[i] = A[i]|B[i] ;
			assign #14 c[i+1] = g[i]| (p[i]&c[i]);
			assign #7.1 S[i]=A[i]^c[i]^B[i];
		end
	endgenerate
endmodule
module CRA_8bit (input [7:0] A , B ,input cin , output [7:0] S , output Co);
	wire cout;
	CLA_4bit a1 (A[3:0] , B[3:0],cin , S[3:0] , cout);
	CLA_4bit a2 (A[7:4] , B[7:4],cout , S[7:4] , Co);
endmodule
`timescale 1ns/1ns
module ALU_2(input [7:0]a,b,input[2:0]f,output [7:0]w,output c,output z);
	wire s;
	reg cin=1'b0;
	reg [7:0]bsel,m;
	wire [7:0] sum;
	CRA_8bit adder(a,bsel,cin,sum,c);
	assign bsel=(f[1]&f[0])?b>>1:
  		(~f[1]&f[0])?b<<1:
  		(~f[1]&~f[0])?b:8'b0;
	assign s=sum[7];
	assign m=(f[1]&~f[0]&s)?b:
   		(f[1]&~f[0]&~s)?a:
  		(~(f[1]&~f[0]))?sum:8'b0;
	assign en=f[2]&~f[1]&~f[0];
	assign w=en?8'b0:
  		(f[2]==1'b0)?m:
  		(f==3'b100)?8'b0:
  		(f==3'b101)?a|b:
  		(f==3'b110)?a&b:
  		(f==3'b111)?b<<1:8'b0;
	assign z=~|w;
endmodule
```
`run.sh`:
```
#!/bin/bash
# OpenROAD 26Q1-2900-gdf79404cd8, Yosys 0.63+post, stock flow scripts
make -C /OpenROAD-flow-scripts/flow DESIGN_CONFIG=/design/flow/config.mk WORK_HOME=/design/flow/orfs finish
```
`constraint.sdc`:
```
current_design ALU_2

set clk_period 7.3
set clk_io_pct 0.2

create_clock -name clk0 -period $clk_period

set non_clock_inputs [all_inputs -no_clocks]
set_input_delay [expr $clk_period * $clk_io_pct] -clock clk0 $non_clock_inputs
set_output_delay [expr $clk_period * $clk_io_pct] -clock clk0 [all_outputs]
```
`config.mk`:
```
export PLATFORM = sky130hd
export DESIGN_NAME = ALU_2
export DESIGN_NICKNAME = ALU_2
export VERILOG_FILES = /design/flow/design.v
export SDC_FILE = /design/flow/constraint.sdc
export NUM_CORES = 4
export LEC_CHECK = 1
export CORE_AREA = 10 10 76 76
export DIE_AREA = 0 0 86 86
```
==> metrics.yaml <==
setup_path:
  cpPeakStageDelay_ps: 500
  crit_required_ps: 5840
  cp_max_fo: 5
  crit_top_cell: "fa_2"
  endpoint_kind: "output pin"
  cp-startpoint: "f[0]"
  path_cells: "buf_6, buf_6, nor2_4, a22o_1, ha_2, fa_2, fa_2, inv_2, fa_2, fa_2, fa_2, fa_2, inv_2, fa_2, mux2i_1, nor2_1, nor4_2, nand4b_1, a2111oi_4, buf_2"
  crit_path_top_delay_cell: "fa_2"
  arrival_ps: 5840
  cp-endpoint: "z"
  critPathLaunchType: "input pin"
  critPathKind: "input pin to output pin"
route:
  vias_per_cell: 4.83
  wirelength_um: 3210
  drc: 0
  num_vias: 1116
  postRouteAntennaNets: 0
  wire_per_inst_um: 13.9
  first_iter_violations: 93
  antenna_cells: 0
  dr.pass1.iters: 4
die:
  rows: 23
  io_pins: 29
  fp-utilization_pct: 22.2
  core_mm2: 0.00412
  dieArea_mm2: 0.00740
  fp.dieH_um: 86
  die_w_um: 86
global_route:
  grt_max_degree: 26
  grt_pass1_vias: 1103
  grt_first_pass_wirelength_um: 5230
  antenna_found_initial: 0
  grt_overflow_total: 0
  groute.usage.overall_pct: 8.24
sta:
  drv_slew: 0
  whs_ps: 3660
  hold_viol: 0
  max_slew_margin_pct: 52.8
  fmax_mhz: 137
  setup_viol: 0
  tightest_slew_ps: 705
  fin_ws_ps: 3.05
  rsz0062_at_grt: "true"
  min_period_ps: 7300
  fin_crit_sh_pct: 100
power:
  seqPwrFrac_pct: 0
  vdd_drop_max_v: 0.0000381
  p_total_mw: 0.134
  power.switching_mw: 0.0598
  intPower_mw: 0.0740
  leakage_nw: 0.690
  power_frac_comb_pct: 100.0
  pwr-share-clk_pct: 0
  p_sw_share_pct: 44.7
  p_per_area_mw_per_mm2: 86.5
logic_synthesis:
  synth_adder_area_share_pct: 16.7
  synth-compound-area-share_pct: 27.1
  synth_stat.cells: 131
  yosys-top-cells-count: "nand2_1, o21ai_0, mux2i_1, nor2_1"
  ys_top_logic_family: "simple AND/OR/NAND/NOR gates"
  yosys.area.top_type: "fa_1"
  synth_cell_types: 36
  mux_share_pct: 18.5
  avgSynthCellArea_um2: 6.98
  synthCells: 131
  ys_warn_count: 4
  synth_area_um2: 915
  netlist.area_leader.share_pct: 15.3
  top_cell: "nand2_1"
  seq_area_frac_synth_pct: 0
  yosysChipArea_um2: 915
  synthSimpleGateAreaFrac_pct: 29.1
  area_leaders: "fa_1, mux2i_1, o21ai_0, nand2_1, nor2_1"
  xor_share_pct: 0
cells_and_area:
  drive_above_1_share_pct: 32.6
  clock_buffers: 0
  fillerInstances: 397
  stdcell_area_mm2: 0.00155
  logic_area_um2: 928
  regArea_um2: 0
  area_delta_synth_final_pct: 69.2
  seq_cell_count: 0
placement:
  place_ws_ps: -923
  gp_congestion: 0.898
  dpl.hpwl_um: 2450
  dpl_cell_area_mm2: 0.00140
  portBuffers: 29
job:
  warnings: 34
  drv_cap: 0
worst_hold_path:
  min-delay-start: "b[1]"
  hold_path_class: "input pin to output pin"
status:
  run_status: "finished clean"
## routing by layer
layer  GRT usage (%)  part of all wire, %  up-vias  wire [µm]
met4           0.299                 0.25        0          8
li1                -                    -      575          -
met2            13.5                   46       25       1470
met3            1.33                  5.0        2        162
met1            11.7                   49      514       1570
met5               0                    0        -          0
## how the worst min path moves through the flow
stage	to	slack [ps]	cells after the start
after CTS	w[3]	3790	6
after global routing	w[1]	3740	6
final	w[1]	3660	6
## area by class of cell
type	instances	share of cell area, %
multi-input combinational	113	60.0
inverter	8	1.94
tap	50	4.04
timing repair buffer	60	34.0
## per-stage QoR
stage          utilization, %  instances  setup TNS [ps]
3_5_place_dp             34.1        224           -4320
4_1_cts                  36.4        230            -125
6_report                 37.6        231               0
5_1_grt                  37.6        231            -400
2_1_floorplan               -        131               0
3_3_place_gp             34.1        224           -4070
## layout by cell type, fill, tap and decap left out, drive strengths merged
cell	instances
mux2i	12
nand2	17
a2111oi	2
and2	3
nor4bb	1
nand4b	1
and3b	1
o22ai	1
clkdlybuf4s15	1
o211ai	2
nor2	12
a21o	2
a21oi	8
fa	7
a221o	3
dlymetal6s2s	2
nand3b	2
dlygate4sd2	6
inv	8
a31oi	2
ha	1
buf	34
nor4	3
a32oi	1
or2b	1
o21bai	1
nor2b	3
and4b	3
mux2	4
a22o	1
clkdlybuf4s50	17
o21ai	16
nor3	3
## power by group through the flow
stage	clock [mW]	combinational, mW	sequential, mW
6_report	0	0.134	0
4_1_cts	0	0.127	0
5_1_grt	0	0.149	0
## critical path: cells and delay by family
family	cells	cell delay [ps]
simple gates	4	620
fa+ha+maj	8	2560
buf+inv	5	470
mux	1	180
compound gates	2	540
## cell families (layout without fill, tap and decap cells)
family,after synthesis,in the layout
compound gates,39,39
mux,16,16
fa+ha+maj,8,8
buf+inv,18,68
simple gates,50,50
## timing repair
action                     in CTS  in global routing
setup endpoints to repair       9                  9
pin swaps                      17                  9
hold endpoints to repair        0                  0
setup buffers                   6                  1
hold buffers                    0                  0
resized                        39                 15
Power and IR drop assume default switching activity.

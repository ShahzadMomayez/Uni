## flow/config.mk

```make
export PLATFORM = sky130hd
export DESIGN_NAME = counter_ctrl
export DESIGN_NICKNAME = counter_ctrl
export VERILOG_FILES = /design/flow/design.v
export SDC_FILE = /design/flow/constraint.sdc
export NUM_CORES = 4
export LEC_CHECK = 1
export CORE_AREA = 10 10 70 70
export DIE_AREA = 0 0 80 80
```

## flow/design.v

```verilog
module counter_ctrl (input clk,rst,zero,ld,enb, input [2:0] in ,output reg [3:0] out, output  co);
	always@(posedge clk, posedge rst)begin
		if(rst == 1'b1)
			out <= 0;
		else
			if(zero == 1'b1)
				out <= 0;
			else if(ld == 1'b1)
				out <= in;
			else if(enb == 1'b1)
				out <= out + 1'b1;
	end
	assign co = (out >= 4'b1000)? 1'b1: 1'b0;
endmodule 
module cu(input start,clk,rst,eng_done,
output reg done,reset,ld,ui_reg_ld,eng_start,wr_reg,cnt_en,sh_en);
	reg[2:0] ps,ns;
	reg[1:0] count ;
	reg co;
	always@(posedge clk , posedge rst)begin
		if(rst) begin
			ps<=3'b000;
			count <= 2'b00;
		end
		else
			ps<=ns;
	end
	always@(ps ,start,eng_done,co)begin
		case(ps)
			3'b000: ns = start?3'b001:3'b000;
			3'b001: ns = start?3'b001:3'b010;
			3'b010: ns= 3'b011;
			3'b011: ns = 3'b100;
			3'b100 : ns = eng_done?3'b101:3'b100;
			3'b101: ns = co?3'b000:3'b110;
			3'b110 : ns = 3'b011;
			default ns=3'b000;
		endcase
	end
	always@(ps)begin
		{done,reset,ld,ui_reg_ld,eng_start,wr_reg,cnt_en,sh_en } = 8'b00000000;
		case(ps)
			3'b000 : done = 1;
			3'b001 : reset = 1;
			3'b010 : begin ld = 1; ui_reg_ld=1 ; end
			3'b011 : eng_start=1;
			3'b101 : begin wr_reg=1;cnt_en=1; end
			3'b110 : sh_en =1;
		endcase
	end
	always@(posedge cnt_en)begin
		{co ,count} = count +1;
	end
endmodule
```

## flow/constraint.sdc

```tcl
current_design counter_ctrl

set clk_period 1.6
set clk_io_pct 0.2

create_clock -name clk0 -period $clk_period [get_ports {clk}]

set non_clock_inputs [all_inputs -no_clocks]
set_input_delay [expr $clk_period * $clk_io_pct] -clock clk0 $non_clock_inputs
set_output_delay [expr $clk_period * $clk_io_pct] -clock clk0 [all_outputs]
```

## flow/run.sh

```bash
#!/bin/bash
# OpenROAD 26Q1-2900-gdf79404cd8, Yosys 0.63+post, stock flow scripts
make -C /OpenROAD-flow-scripts/flow DESIGN_CONFIG=/design/flow/config.mk WORK_HOME=/design/flow/orfs finish
```

==> run_results.csv <==
group,metric,value,unit
run_status,status,"finished, final reports clean",
final_layout,drive_above_1_share,12.8,%
job,tool_warnings,27,
timing,hold_slack,0.278,ns
worst_setup_path,startpoint_type,"flip-flop",
floorplanning,fp-utilization,7.51,%
synth,ys_cells,25,
clock_tree,insertion_delay,0.24,ns
global_route,antenna_found_initial,0,
global_route,grt-ovfl-total,0,
timing,grt_setup_unrepaired,"false",
timing,max_freq,675,MHz
final_layout,biggestRegsByFlops,"out (4)",
floorplanning,boundaryPins,13,
timing,setup-tns-final,0,ns
worst_setup_path,end_kind,"output pin",
global_route,grt_max_degree,9,
synth,ys_seq_share,39.0,%
route,antenna_left,0,
timing,min_period,1.48,ns
timing,tightest_slew,0.259,ns
final_layout,lay_top_count,"clkdlybuf4s50_1",
final_layout,largest_reg_flops,4,
final_layout,most-common-layout-cells,"clkdlybuf4s50_1 (12), inv_1 (5), dfrtp_1 (4), a211oi_1 (3), clkbuf_4 (3)",
placement,placed_cell_area,430,µm²
synth,yosysWarningCount,1,
clock_tree,cts_resized,0,
power,power_density,662,mW/mm²
timing,fin_crit_sh,92.6,%
floorplanning,rows,21,
timing,slew-limit-headroom,82.6,%
placement,placed_cells,82,
worst_setup_path,cp_data_required_time,1.28,ns
worst_setup_path,crit_path_cell_trace,"clkdlybuf4s50_1",
clock_tree,cts_tree,"yes",
clock_tree,cts_max_path_buffers,2,
power,p_leak,0.182,nW
clock_tree,ctsHoldBuffers,0,
route,via_count,241,
timing,hold_violations,0,
synth,synth.distinct_cells,14,
global_route,grt_pass1_vias,258,
floorplanning,die_x,80,µm
route,via_per_inst,2.84,
timing,setup_viol,0,
final_layout,area_growth,76.6,%
route,wl_per_cell,8.60,µm
synth,avgSynthCellArea,10.3,µm²
clock_tree,cts_buffers,3,
worst_setup_path,arrival,1.16,ns
power,ir_drop,0.160,mV
floorplanning,die_h,80,µm
worst_setup_path,path_buffers,1,
route,dr.pass1.iters,2,
worst_setup_path,critical_path_class,"flip-flop to output pin",
clock_tree,path_clk_slew,0.04,ns
final_layout,final_cells,85,
clock_tree,cts_sinks,4,
clock_tree,cts_root_buf,"clkbuf_4",
worst_setup_path,crit_path_max_fanout,5,
floorplanning,design.core.area,0.00342,mm²
placement,io_buffers,12,
final_layout,final_area,453,µm²
route,drtIter0Drc,10,
min_path,hold_path_class,"primary input to async pin",
timing,timing.clock.skew,0.00236,ns
placement,place_congestion,0.725,
synth,yosys-stat-area,256,µm²
synth,ys_ff,4,
clock_tree,h-tree-depth,1,
worst_setup_path,critPathSlowestCell,"clkdlybuf4s50_1",
global_route,grt_pass1_wl,1.30,mm
synth,synth_area,256,µm²
global_route,grt.total_usage,2.76,%
route,drt_wl_total,731,µm
clock_tree,post-cts-setup-buffers,0,
route,drc_errors,0,
route,n_antenna_cell,0,
power,power,0.300,mW
placement,place_hpwl,606,µm
worst_setup_path,cp_top_family,"buffers and inverters",
final_layout,top_register,"out",
job,drv_cap,0,
worst_setup_path,slowest_delay,0.51,ns
timing,slew_violations,0,
synth,synthCells,25,
floorplanning,die-area,0.00640,mm²
cell usage after synthesis:
| cell type | count | share of area (%) |
|---|---|---|
| mux2i_1 | 1 | 3.9 |
| nor2b_1 | 2 | 4.9 |
| nor3b_1 | 1 | 2.9 |
| ha_1 | 2 | 9.8 |
| mux2_2 | 1 | 4.4 |
| clkbuf_1 | 1 | 1.5 |
| nor3_1 | 1 | 1.9 |
| a211oi_1 | 3 | 8.8 |
| and4b_1 | 1 | 3.9 |
| xnor2_1 | 1 | 3.4 |
| nand4_1 | 1 | 2.4 |
| a2111oi_2 | 1 | 5.9 |
| inv_1 | 5 | 7.3 |
| dfrtp_1 | 4 | 39 |
power breakdown:
group / leakage, nW / total, mW / internal, mW / switching, mW
clock: 0.0138 / 0.127 / 0.0840 / 0.0427
combinational: 0.115 / 0.0577 / 0.0375 / 0.0202
sequential: 0.0526 / 0.115 / 0.108 / 0.00768
per-stage QoR:
step / setup slack, ns / utilization (%)
floorplan: 0.537 / -
detailed placement: 0.126 / 12.6
finish: 0.119 / 13.3
global placement: 0.143 / 12.6
CTS: 0.0786 / 13.3
global route: 0.0213 / 13.3
layout make-up:
class,instances,area (µm²)
Multi-Input combinational cell,15,134
Timing Repair Buffer,12,120
Tap cell,46,57.6
Inverter,5,18.8
Sequential cell,4,100
Clock buffer,3,22.5
Fill cell,390,2960
routing by layer:
metal	wire length [µm]	vias to the layer above	track usage [%]
met3	166	0	3.30
li1	-	115	-
met5	0	-	0
met2	260	14	3.13
met4	0	0	0.352
met1	304	112	3.27
path summary, 6_finish.rpt:
| check | startpoint | to | slack (ns) | cells past startpoint |
|---|---|---|---|---|
| max | out[0] | out[0] | 0.12 | 1 |
| min | rst | out[3] | 0.28 | 2 |
| max reg2reg | out[0] | out[2] | 0.46 | 3 |
| min reg2reg | out[2] | out[3] | 0.67 | 2 |
| max in group asynchronous | rst | out[0] | 1.17 | 2 |
| min in group clk0 | in[2] | out[2] | 0.65 | 3 |
kinds of logic after synthesis:
| group | count (synthesis) | synth area share [%] |
|---|---|---|
| fa+ha+maj | 2 | 9.75 |
| compound gates | 4 | 14.6 |
| simple gates | 6 | 16.1 |
| xor+xnor | 1 | 3.42 |
| mux | 2 | 8.29 |
| flops | 4 | 39.0 |
| buf+inv | 6 | 8.78 |
Power is estimated from default activity; no workload was simulated.
